==> /design/flow/design.v <==
module bin8_to_bcd
(
    input  wire [7:0] bin,             
    output reg  [3:0] bcd_hundreds,    
    output reg  [3:0] bcd_tens,        
    output reg  [3:0] bcd_ones         
);
    integer i;
    reg [19:0] shift;  
    always @* begin
        shift = {12'd0, bin};
        for (i = 0; i < 8; i = i + 1) begin
            if (shift[19:16] >= 5) shift[19:16] = shift[19:16] + 4'd3;  
            if (shift[15:12] >= 5) shift[15:12] = shift[15:12] + 4'd3;  
            if (shift[11:8]  >= 5) shift[11:8]  = shift[11:8]  + 4'd3;  
            shift = shift << 1;
        end
        bcd_hundreds = shift[19:16];
        bcd_tens     = shift[15:12];
        bcd_ones     = shift[11:8];
    end
endmodule
==> /design/flow/run.sh <==
#!/bin/bash
# OpenROAD 26Q1-2900-gdf79404cd8, Yosys 0.63+post, stock flow scripts
make -C /OpenROAD-flow-scripts/flow DESIGN_CONFIG=/design/flow/config.mk WORK_HOME=/design/flow/orfs finish
==> /design/flow/config.mk <==
export PLATFORM = sky130hd
export DESIGN_NAME = bin8_to_bcd
export DESIGN_NICKNAME = bin8_to_bcd
export VERILOG_FILES = /design/flow/design.v
export SDC_FILE = /design/flow/constraint.sdc
export NUM_CORES = 4
export LEC_CHECK = 1
export CORE_AREA = 10 10 70 70
export DIE_AREA = 0 0 80 80
==> /design/flow/constraint.sdc <==
current_design bin8_to_bcd

set clk_period 5.8
set clk_io_pct 0.2

create_clock -name clk0 -period $clk_period

set non_clock_inputs [all_inputs -no_clocks]
set_input_delay [expr $clk_period * $clk_io_pct] -clock clk0 $non_clock_inputs
set_output_delay [expr $clk_period * $clk_io_pct] -clock clk0 [all_outputs]
==> metrics.yaml <==
synthesis:
  synth_cell_types: 54
  yosys_cells: 151
  yosysSeqAreaShare: 0
  synth_area_leader_cell: "ha_1"
  yosysWarnings: 1
  syn_inst: 151
  postSynthAreaPerCell_um2: 7.184
  mappedNetlistArea_mm2: 0.001085
  topCellsByArea: "ha_1 (10%), a21oi_1 (6.0%), mux2i_1 (5.5%), nor2_1 (4.8%), nor3_1 (4.6%)"
  yosysChipArea_mm2: 0.001085
  top_cell_area_share: 0.1038
global_route:
  grt_pass1_vias: 1321
  antenna_found_initial: 0
  grt_max_degree: 12
  gr-total-overflow: 0
  grt_pass1_wl_um: 5388
  grt_usage: 0.09597
cells_and_area:
  flop-count: 0
  layout_top_cell: "buf_4"
  clock_buffers: 0
  nFillCells: 279
  lay_top_cells: "buf_4 (66), nor2_1 (10), nand2_1 (10), a21oi_1 (10), nor3_1 (8)"
  layout.area.comb_mm2: 0.001295
  syn_to_final_growth_pct: 92.50
  final-seq-area_um2: 0
  drive_gt1_frac: 0.5905
  utilization: 0.6114
sta:
  final_hold_viol_count: 0
  rsz0062_at_grt: "true"
  max_freq_mhz: 164.0
  final-max-slew-violation-count: 0
  worst_slack_ns: -0.2988
  fin_tns_setup_ns: -0.9548
  setup_viol: 4
  period_used_share: 1.052
  min_period_ns: 6.099
  hold_ws_ns: 2.320
floorplanning:
  initCoreUtil: 0.3176
  dieHeight_um: 80
  chip_area_mm2: 0.006400
  io-pin-count: 20
  core_region_area_mm2: 0.003416
  die-width_um: 80
  num_rows: 21
route:
  antenna_left: 0
  wl_per_cell_um: 11.86
  drc: 0
  finalWirelength_um: 3297
  drtIter0Drc: 46
  antenna-diode-count: 0
  via_per_inst: 5.129
  routed-via-count: 1426
  drt-pass1-iter-count: 4
setup_path:
  arrival_ns: 4.94
  worstSetupStartpoint: "bin[5]"
  cp_slowest_cell: "or3_1"
  worstSetupStartpointType: "primary input"
  cpMostUsedCell: "ha_4"
  path_max_fanout: 4
  cpPeakStageDelay_ns: 0.32
  cp.required_ns: 4.64
  critPathKind: "in -> out"
  cp-end-kind: "output port"
hold_path:
  min_path_type: "in -> out"
  min_from: "bin[0]"
job:
  warning_count: 38
  cap_viol_max_count: 0
cts:
  ctsHoldBuffers: 0
run_status:
  outcome: "complete, but fails checks"
  violations: "setup timing"
pwr:
  p_per_area_mw_per_mm2: 242.5
  ir_drop_uv: 98.23
  p_total_w: 0.0005064
  p_leak_nw: 0.8849
placed_design:
  io_buffers: 16
  gp_congestion: 0.8912
  dp_hpwl_um: 2699
==> area by class of cell <==
cell class,instances,share of cell area
well taps,46,0.02756
repair buffers,86,0.3301
multi-input cells,136,0.6201
inverters,10,0.02217
==> logic make-up (layout without fill, tap and decap cells) <==
family,Yosys count,in the layout,synth area share
adders and majority gates,9,9,0.1038
and+or+nand+nor,54,54,0.2561
buffers and inverters,16,96,0.07267
other,1,2,0.003457
xor gates and xnor gates,4,4,0.03229
muxes,13,13,0.1499
AOI/OAI and AO/OA,54,54,0.3818
==> worst max-delay path, delay by kind of cell <==
kind	cells	cell delay (ns)
compound gates	7	1.10
simple gates	7	1.03
fa+ha+maj	5	0.84
xor+xnor	2	0.34
buf+inv	4	0.29
mux	1	0.19
==> report_power, final <==
part           switching (W)  total [W]  leakage (nW)  internal (W)
logic               0.000219   0.000506         0.885      0.000287
registers                  0          0             0             0
clock network              0          0             0             0
==> per-layer routing <==
metal  GRT usage  share of wire  up-vias
met3    0.005682          0.029        0
met2      0.1870           0.52       19
met1      0.1173           0.46      673
li1            -              -      734
met5           0              0        -
met4           0              0        0
==> worst paths after layout <==
check | end | slack, ns | cells past startpoint
setup / recovery | bcd_tens[3] | -0.30 | 26
hold / removal | bcd_ones[0] | 2.32 | 0
==> timing repair <==
action	in CTS	in global routing
gates resized	36	16
buffers inserted	8	3
setup endpoints to repair	9	8
pin swaps	26	19
==> through the flow <==
step / setup slack, ns / instance area, µm² / std cells
floorplan: -0.3005 / 1287 / 152
global placement: -1.196 / 1914 / 268
detailed placement: -1.248 / 1914 / 268
CTS: -0.3862 / 2018 / 276
global route: -0.5073 / 2088 / 278
finish: -0.2988 / 2088 / 278
==> synthesized netlist by cell type (all sizes together), types with 2 or more instances <==
library cell / number
clkbuf: 2
nor2: 14
nand3: 5
a211oi: 4
nor3: 10
ha: 9
or2: 2
buf: 4
nor2b: 3
mux2i: 9
mux2: 4
or3: 2
nand2b: 2
xnor2: 4
o211ai: 2
a22oi: 3
inv: 10
a221o: 2
and2: 2
o21ai: 11
a31oi: 2
a21oi: 15
o221ai: 3
nand2: 11
o32a: 2
No activity file was given, so power comes from the tool's default toggle rates.
