## ./config.mk

```make
export PLATFORM = sky130hd
export DESIGN_NAME = bin8_to_bcd_3dig
export DESIGN_NICKNAME = bin8_to_bcd_3dig
export VERILOG_FILES = /design/flow/design.v
export SDC_FILE = /design/flow/constraint.sdc
export NUM_CORES = 4
export LEC_CHECK = 1
export CORE_AREA = 10 10 70 70
export DIE_AREA = 0 0 80 80
```

## ./constraint.sdc

```tcl
current_design bin8_to_bcd_3dig

set clk_period 4.7
set clk_io_pct 0.2

create_clock -name clk0 -period $clk_period

set non_clock_inputs [all_inputs -no_clocks]
set_input_delay [expr $clk_period * $clk_io_pct] -clock clk0 $non_clock_inputs
set_output_delay [expr $clk_period * $clk_io_pct] -clock clk0 [all_outputs]
```

## ./design.v

```verilog
module bin8_to_bcd_3dig (
    input      [7:0] bin,
    output reg [3:0] hundreds,
    output reg [3:0] tens,
    output reg [3:0] ones
);
    integer i;
    reg [19:0] shift;  
    always @* begin
        shift = {12'd0, bin};
        for (i = 0; i < 8; i = i + 1) begin
            if (shift[19:16] >= 5)
                shift[19:16] = shift[19:16] + 4'd3;
            if (shift[15:12] >= 5)
                shift[15:12] = shift[15:12] + 4'd3;
            if (shift[11:8] >= 5)
                shift[11:8] = shift[11:8] + 4'd3;
            shift = shift << 1;
        end
        hundreds = shift[19:16];
        tens     = shift[15:12];
        ones     = shift[11:8];
    end
endmodule
```

## ./run.sh

```bash
#!/bin/bash
# OpenROAD 26Q1-2900-gdf79404cd8, Yosys 0.63+post, stock flow scripts
make -C /OpenROAD-flow-scripts/flow DESIGN_CONFIG=/design/flow/config.mk WORK_HOME=/design/flow/orfs finish
```

==> GITHUB_STEP_SUMMARY <==
## Implementation flow summary

| Metric | Value |
|---|---|
| Final min period | `5770 ps` |
| Part of the power in the clock network | `0` |
| Highest-count logic cell in the final layout | `buf_4` |
| Post-synth area from yosys stat | `1080 um^2` |
| Comb gate area | `1370 um^2` |
| Max_cap viols | `0` |
| Die H | `80 um` |
| Via count | `1522` |
| HPWL after DPL | `2.85 mm` |
| Leakage power | `0.967 nW` |
| Sequential cell area | `0 um^2` |
| Synth warnings | `1` |
| Switch share | `0.437` |
| Max incr delay on CP | `340 ps` |
| Top cell type by total area after synthesis | `ha_1` |
| Failing checks | `setup timing` |
| N_diodes | `0` |
| Psw | `0.310 mW` |
| DRC viols | `0` |
| Die X | `80 um` |
| Max Slew Vio Count | `0` |
| Seq/Total Area, Yosys | `0` |
| Row count | `21` |
| Tool warnings | `38` |
| Cell area after synthesis | `1080 um^2` |
| Final setup fails | `9` |
| Fin util | `0.673` |
| Yosys cell count | `151` |
| Internal power | `0.400 mW` |
| First-pass GRT wire length | `6.23 mm` |
| Total global-route track usage | `0.111` |
| VDD IR max | `0.124 mV` |
| Initial antenna violation count | `0` |
| Max Clk Rate | `173 MHz` |
| Status | `complete, but fails checks` |
| CP Data Arrival Time | `4830 ps` |
| Mapped Avg Cell Area | `7.18 um^2` |
| Unrepaired setup endpoints after global routing | `yes` |
| Top area cell types | `ha_1 10%, a21oi_1 6.0%, mux2i_1 5.5%` |
| Layout cells sized above 1 | `0.672` |
| Cycle use final | `1.23` |
| Area growth syn-to-layout | `112%` |
| Slowest CP cell | `or3_4` |
| CP endpoint kind | `output port` |
| Vias per cell | `5.14` |
| Final hold viol count | `0` |
| Power Dens Cells | `309 nW/um^2` |
| CP Launch Type | `input port` |
| Crit Path Max Fanout | `4` |
| Drt wl/cell | `12.9 um` |
| Hold crit path type | `in2out` |
| Flop count | `0` |
| Largest net degree at the start of global routing | `11` |
| Worst path required time | `3760 ps` |
| Top cell by count, worst path | `ha_4` |
| Boundary pin count | `20` |
| Critical path type | `in2out` |
| FILL cells | `251` |
| DR iter-0 viols | `75` |
| Final instance area | `2300 um^2` |
| Antenna Nets Post-Route | `0` |
| WL final | `3.81 mm` |
| Dominant cell area share | `0.104` |
| Final Worst Setup Slack | `-1070 ps` |
| Most frequent cells in the layout | `79 x buf_4, 10 x nand2_1, 10 x buf_6, 9 x nor2_1` |
| Combinational share of power | `1.000` |
| GP Congestion | `0.917` |
| Chip area | `6400 um^2` |
| Vias in the first global route | `1477` |
| Cell Type Count | `54` |
| I/O Buffers | `16` |
| Core area | `3420 um^2` |
| Dpl cell area | `1970 um^2` |
| Pre-antenna DRT Iters | `4` |
| FP Core Util | `0.318` |
| Tot Pwr | `0.710 mW` |
| Gate Count Post-Synth | `151` |
| Clock buffers | `0` |
| Flop pwr share | `0` |
| Total gr overflow | `0` |
==> per-stage QoR <==
stage | setup slack, ps | hold slack (ps) | setup TNS (ps) | instances
2_1_floorplan | -961 | 1950 | -3480 | 152
3_3_place_gp | -1850 | 1880 | -12000 | 275
3_5_place_dp | -1960 | 1880 | -12900 | 275
4_1_cts | -1050 | 1880 | -6070 | 291
5_1_grt | -1320 | 1880 | -7870 | 296
6_report | -1070 | 1880 | -5930 | 296
==> power by group through the flow <==
stage                 clock network [mW]  registers (mW)  logic, mW
after CTS                              0               0      0.634
after global routing                   0               0      0.767
final                                  0               0      0.710
==> final cells by class <==
class,count,area share
inverter,10,0.0212
multi-input combinational,136,0.595
tap,46,0.0250
timing repair buffer,104,0.359
==> worst max-delay path, delay by kind of cell <==
kind	cells	cell delay, ps
buffers and inverters	5	440
AOI/OAI and AO/OA	7	1100
muxes	1	190
and+or+nand+nor	6	990
adders and majority gates	5	880
xor gates and xnor gates	2	280
==> routing by layer <==
layer | vias to the layer above | share of wire | global-route usage
li1 | 777 | - | -
met1 | 720 | 0.46 | 0.141
met2 | 23 | 0.50 | 0.209
met3 | 2 | 0.039 | 0.00795
met4 | 0 | 0.0037 | 0.00352
met5 | - | 0 | 0
==> logic make-up (layout without fill, tap and decap cells) <==
logic type / Yosys count / count (layout) / share of synthesized area
multiplexers: 13 / 13 / 0.150
XOR/XNOR: 4 / 4 / 0.0323
AND/OR/NAND/NOR: 54 / 54 / 0.256
adder cells (fa/ha/maj): 9 / 9 / 0.104
AND-OR/OR-AND: 54 / 54 / 0.382
buffers and inverters: 16 / 114 / 0.0727
other: 1 / 2 / 0.00346
==> Yosys cell counts (all sizes together), types with 3 or more instances <==
| library cell | n |
|---|---|
| buf | 4 |
| a22oi | 3 |
| nor2b | 3 |
| xnor2 | 4 |
| nand2 | 11 |
| nor3 | 10 |
| mux2 | 4 |
| o21ai | 11 |
| a211oi | 4 |
| o221ai | 3 |
| ha | 9 |
| mux2i | 9 |
| a21oi | 15 |
| inv | 10 |
| nand3 | 5 |
| nor2 | 14 |
==> repair_timing <==
item                       4_1_cts  5_1_grt
hold buffers                     0        0
buffers inserted                17        9
gates cloned                     0        0
gates resized                   54       31
pin swaps                       32       30
setup endpoints to repair        9        9
==> final timing paths <==
check              start      end  slack [ps]  cells past startpoint
setup / recovery  bin[5]  tens[2]       -1070                     26
hold / removal    bin[0]  ones[0]        1880                      0
Power figures rest on the tool's default switching activity, not on a simulated workload.
