--- flow/design.v ---
module bin16_to_bcd
(
    input  wire [15:0] bin,                  
    output reg  [3:0] bcd_ten_thousands,     
    output reg  [3:0] bcd_thousands,         
    output reg  [3:0] bcd_hundreds,          
    output reg  [3:0] bcd_tens,              
    output reg  [3:0] bcd_ones               
);
    integer i;
    reg [35:0] shift;
    always @* begin
        shift = {20'd0, bin};
        for (i = 0; i < 16; i = i + 1) begin
            if (shift[35:32] >= 5) shift[35:32] = shift[35:32] + 4'd3;  
            if (shift[31:28] >= 5) shift[31:28] = shift[31:28] + 4'd3;  
            if (shift[27:24] >= 5) shift[27:24] = shift[27:24] + 4'd3;  
            if (shift[23:20] >= 5) shift[23:20] = shift[23:20] + 4'd3;  
            if (shift[19:16] >= 5) shift[19:16] = shift[19:16] + 4'd3;  
            shift = shift << 1;
        end
        bcd_ten_thousands = shift[35:32];
        bcd_thousands     = shift[31:28];
        bcd_hundreds      = shift[27:24];
        bcd_tens          = shift[23:20];
        bcd_ones          = shift[19:16];
    end
endmodule
--- flow/run.sh ---
#!/bin/bash
# OpenROAD 26Q1-2900-gdf79404cd8, Yosys 0.63+post, stock flow scripts
make -C /OpenROAD-flow-scripts/flow DESIGN_CONFIG=/design/flow/config.mk WORK_HOME=/design/flow/orfs finish
--- flow/constraint.sdc ---
current_design bin16_to_bcd

set clk_period 19.3
set clk_io_pct 0.2

create_clock -name clk0 -period $clk_period

set non_clock_inputs [all_inputs -no_clocks]
set_input_delay [expr $clk_period * $clk_io_pct] -clock clk0 $non_clock_inputs
set_output_delay [expr $clk_period * $clk_io_pct] -clock clk0 [all_outputs]
--- flow/config.mk ---
export PLATFORM = sky130hd
export DESIGN_NAME = bin16_to_bcd
export DESIGN_NICKNAME = bin16_to_bcd
export VERILOG_FILES = /design/flow/design.v
export SDC_FILE = /design/flow/constraint.sdc
export NUM_CORES = 4
export LEC_CHECK = 1
export CORE_AREA = 10 10 114 114
export DIE_AREA = 0 0 124 124
==> run notes <==
Physical implementation

The flow ran to the end, and the final reports show no timing, DRC or antenna violations. The initial antenna violation count came to 0. At the end of routability-driven placement, the weighted congestion stood at 0.9472.

In this design, the stage delay of the slowest critical-path cell is 0.48 ns. Between the synthesized netlist and the finished layout, the area growth was recorded as 28.12%. The number of port buffers is 34.

The die is about 120 um wide. For hold timing, the worst endpoint is bcd_ones[0]. The worst setup path is captured at an output pin. In this run the mean area of a mapped cell was around 6.8 sq um. The number of placement rows is 37.

The HPWL after detailed placement is ~11,000 um. Buffers inserted to repair hold after CTS numbered 0. The pre-CTS setup check shows a worst slack of -0.4468 ns. The total setup violations reported at the end of the flow is 0.

The area taken by flip-flops and latches is 0 sq um. After technology mapping, the gate count stands at 791. The max-capacitance violation count is 0.

The library cells used most frequently in the layout, excluding fill and tap cells, are buf_4, nor2_1, a21oi_1. In the routed design, unresolved DRC markers number 0. The count of pins over their slew limit is 0. The final tally of hold violations is 0.

The mapped netlist covers approximately 0.0053 sq mm. The number of OpenROAD warnings is 37. The tightest min-delay check is of the in2out type. Dividing the detail-routed via count by the number of cells gives between 6 and 7.

Total global-route track usage over all layers is 0.1846. Of the synthesized area, sequential elements account for 0. For the worst setup path, the data required time is between 15 and 20 ns. The highest fanout seen on the critical path is 5. Leaving out filler cells and counting taps, the final layout contains slightly above 1,000.

The number of ports placed on the die boundary is 36. In the log, the iteration count for the first detailed-route pass is 5. The final route contains around 6,400 vias.

The most frequent logic cell in the layout is buf_4. The synthesis warning total is 1. The region available for standard cell placement spans between 0.01 and 0.015 sq mm. Entering global routing, the biggest net connects 19 pins. The worst hold path passes through 0 cells. Counting stages on the worst path, the most repeated cell is ha_2. The full die area is approximately 0.015 sq mm. Per the log, the first TritonRoute iteration ended with a DRC count of 462. The cell count after placement is ~990. The fraction of final layout cells sized beyond drive strength 1 is 0.2708. The startpoint of the most critical hold path is bin[0]. In the floorplan report the effective utilization is 0.5134. According to the floorplan report, the die height is around 120 um.

The post-detailed-routing wire length is roughly 15,000 um. The startpoint type of the worst setup path is an input pin. After synthesis, the netlist uses 116 different library cells. The total overflow left after global routing is 0. The arrival time of the worst setup path is roughly 15 ns. The total inserted antenna cells is 0. Looking at the setup timing report, the critical path kind is in2out.

Setup slack on the critical path of the routed design comes to roughly 0.52 ns. The achievable frequency is approximately 0.053 GHz. The worst-margin pin slew is ~0.85 ns. The first global-routing pass estimated approximately 25,000 um of wire. The worst path needs between 15 and 20 ns of the cycle, external delays included. Among all stages on the critical path, the largest delay is contributed by or4_4. Dividing the detail-routed wire length by the instance count gives approximately 14 um. The number of clock buffers in the layout is 0. After synthesis, the design contains between 700 and 800 cells according to Yosys. For this run, the chip area from Yosys synthesis comes to between 0.005 and 0.006 sq mm. The count of nets left with antenna violations once routing finished came out at 0.

The number of global-route vias before repair is ~5,400. Checking max transition, the worst relative margin is 0.4325. The share of the cycle needed by the critical path after routing is 0.9730. The sequential cell count of the final layout is 0.
==> kinds of logic after synthesis <==
group | Yosys count | share of synthesized area
AND-OR/OR-AND | 305 | 0.4242
XOR/XNOR | 31 | 0.06458
buffers and inverters | 86 | 0.06762
adder cells (fa/ha/maj) | 32 | 0.07440
multiplexers | 38 | 0.08563
AND/OR/NAND/NOR | 299 | 0.2836
==> critical path: cells and delay by family <==
family / cells / cell delay [ns]
AND-OR/OR-AND: 18 / 3.62
multiplexers: 3 / 0.54
AND/OR/NAND/NOR: 19 / 2.71
buffers and inverters: 11 / 1.21
XOR/XNOR: 4 / 0.59
adder cells (fa/ha/maj): 12 / 2.40
==> cell type report <==
class,count,area (sq um)
Multi-Input combinational cell,705,5386
Inverter,50,188.9
Fill cell,859,3565
Timing Repair Buffer,135,1106
Tap cell,136,170.2
==> cell usage after synthesis (5+ instances only) <==
library cell	instances	area, sq um
inv_1	38	142.6
xnor2_2	7	113.9
o211ai_1	13	97.59
xnor2_1	17	148.9
a211oi_1	13	97.59
a31oi_1	11	68.82
nand2_1	64	240.2
nor2b_1	5	31.28
a32oi_1	5	43.79
nor2_1	75	281.5
clkinv_1	5	18.77
nor3_1	32	160.2
nand4_1	10	62.56
a21oi_1	71	355.3
a21o_1	16	120.1
a221o_1	5	50.05
o22ai_1	14	87.58
mux2_2	6	67.56
clkbuf_1	21	78.83
o21ai_1	15	75.07
o21a_1	6	45.04
and2_1	10	62.56
xor2_1	5	43.79
buf_2	8	40.04
ha_1	31	387.9
or2_1	7	43.79
o21bai_1	6	45.04
nor4_1	6	37.54
mux2i_1	23	230.2
nand3_1	27	135.1
a211o_1	9	78.83
o21ai_0	35	175.2
and3_1	8	50.05
nand2b_1	15	93.84
inv_2	6	22.52
==> repair_timing <==
action	in CTS	in global routing
endpoints found under the setup margin	15	15
gates resized	37	44
setup buffers	21	18
pin swaps	17	36
==> layer usage <==
| metal | wire (um) | track usage | vias up | part of all wire |
|---|---|---|---|---|
| li1 | - | - | 3240 | - |
| met1 | 7437 | 0.2800 | 2956 | 0.50 |
| met2 | 6574 | 0.2914 | 180 | 0.44 |
| met3 | 761 | 0.01469 | 2 | 0.051 |
| met4 | 59 | 0.01223 | 0 | 0.0040 |
| met5 | 0 | 0 | - | 0 |
==> through the flow <==
stage	cell area (sq um)	utilization	setup TNS (ns)	hold slack [ns]
CTS	6495	0.6235	0	7.720
floorplan	5348	-	0	7.786
global route	6852	0.6578	-1.994	7.720
global placement	6157	0.5911	-0.3574	7.720
detailed placement	6157	0.5911	-3.990	7.720
finish	6852	0.6578	0	7.720
==> how the worst max path moves through the flow <==
stage	start	to	slack, ns	cells after the start
after CTS	bin[13]	bcd_hundreds[2]	0.007	67
after global routing	bin[14]	bcd_ten_thousands[1]	-0.19	66
final	bin[14]	bcd_ten_thousands[2]	0.52	67
